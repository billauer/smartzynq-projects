**design/flow/run.sh**
```bash
#!/bin/bash
# OpenROAD 26Q1-2900-gdf79404cd8, Yosys 0.63+post, stock flow scripts
make -C /OpenROAD-flow-scripts/flow DESIGN_CONFIG=/design/flow/config.mk WORK_HOME=/design/flow/orfs finish
```
**design/flow/config.mk**
```make
export PLATFORM = sky130hd
export DESIGN_NAME = servo_pwm
export DESIGN_NICKNAME = servo_pwm
export VERILOG_FILES = /design/flow/design.v
export SDC_FILE = /design/flow/constraint.sdc
export NUM_CORES = 4
export LEC_CHECK = 1
export CORE_AREA = 10 10 96 96
export DIE_AREA = 0 0 106 106
```
**design/flow/design.v**
```verilog
module servo_pwm
  (
   input clk,
   input rst,
   output reg pwm_signal,
   input [7:0] pwm_width
  );
   reg [9:0]  enable_count;
   reg 	      enable;
   reg [10:0] pwm_count;
   reg [8:0]  threshold;
   always @(posedge clk)
     begin
	if (enable_count == 999)
	  begin
	     enable_count <= 0;
	     enable <= 1;
	  end
	else
	  begin
	     enable_count <= enable_count + 1;
	     enable <= 0;
	  end
	threshold <= pwm_width + 50;  
	if (enable)
	  begin
	     if (pwm_count == 1999)
	       pwm_count <= 0;
	     else
	       pwm_count <= pwm_count + 1;
	     pwm_signal <= (pwm_count < threshold);
	  end
	if (rst)
	  begin
	     enable_count <= 0;
	     pwm_count <= 0;
	     pwm_signal <= 0;
	  end
     end
endmodule
```
**design/flow/constraint.sdc**
```tcl
current_design servo_pwm

set clk_period 2.2
set clk_io_pct 0.2

create_clock -name clk0 -period $clk_period [get_ports {clk}]

set non_clock_inputs [all_inputs -no_clocks]
set_input_delay [expr $clk_period * $clk_io_pct] -clock clk0 $non_clock_inputs
set_output_delay [expr $clk_period * $clk_io_pct] -clock clk0 [all_outputs]
```
==> flow_summary.json <==
{
  "insertion_delay_ns": 0.27,
  "post_synth_ao_oa_area_fraction_pct": 6.82,
  "synth_area_sq_um": 1490,
  "final.setup_skew_ns": 0.00347,
  "worst_path_max_delay_cell": "sky130_fd_sc_hd__o31ai_4",
  "synthCells": 160,
  "top_area_cell": "sky130_fd_sc_hd__dfxtp_1",
  "timing.critical_path.slowest_cell_delay_ns": 0.43,
  "number_of_antenna_violations_at_the_first_check_in_global_routing": 0,
  "maxCapViolations": 0,
  "rr_worst_depth": 5,
  "post_cts_hold_buffer_count": 0,
  "clock_tree.buffer_depth": 2,
  "row_count": 31,
  "final-hold-violation-count": 0,
  "post_synth.cell_area_avg_sq_um": 9.29,
  "criticalPathCategory": "flop to flop",
  "crit-reg2reg-launch": "pwm_count[0]",
  "top_cell_area_share_pct": 43.1,
  "cts.sinks": 32,
  "crit_arrival_ns": 1.76,
  "n_antenna_cell": 0,
  "grt_pass1_wl_um": 4150,
  "routed_wire_length_per_instance_um": 8.92,
  "setup_tns_ns": 0,
  "logic_family": "simple AND/OR/NAND/NOR gates",
  "grt_overflow_total": 0,
  "cell_breakdown_of_the_critical_path": "ha_1, and4_4, nand2_4, o31ai_4, nor2_1",
  "drt_wl_total_um": 2420,
  "seqPwrFrac_pct": 57.1,
  "grt_pass1_vias": 960,
  "final.hold.worst_slack_ns": 0.451,
  "postSynth.topFlopCell": "sky130_fd_sc_hd__dfxtp_1",
  "syn_to_final_growth_pct": 18.8,
  "p_int_w": 0.000840,
  "cts_max_level": 2,
  "synth.yosys.seq_area_share_pct": 43.1,
  "instances_no_fill": 271,
  "cts.repair_timing.setup_buffer_count": 0,
  "switching_share_pct": 21.0,
  "edf_count": 0,
  "coreArea_sq_um": 7210,
  "dr_total_vias": 1043,
  "timing.slew.headroom_pct": 70.4,
  "layout_min_cycle_time_ns": 1.61,
  "share_of_total_power_in_combinational_logic_pct": 6.8,
  "ys_cells": 160,
  "power_density_nw_per_um2": 602,
  "die_height_um": 106,
  "preCtsSetupSlack_ns": 0.508,
  "numCtsBuffers": 5,
  "synthXorXnorAreaFrac_pct": 13.0,
  "die_w_um": 106,
  "share_of_flip_flops_with_an_asynchronous_set_or_reset_after_synthesis_pct": 0,
  "ys_sh_simple_pct": 22.5,
  "worst-path-stages": 5,
  "critical_path.endpoint_type": "flop",
  "vdd_drop_max_uv": 286,
  "synth-area-yosys_sq_um": 1490,
  "cp-endpoint": "pwm_count[8]",
  "floorplan.core_util_pct": 20.6,
  "numPortBuffers": 10,
  "drt_first_pass_iters": 4,
  "netSwitchingPower_w": 0.000223,
  "clockRootBuffer": "sky130_fd_sc_hd__clkbuf_8",
  "setup_violations": 0,
  "grt_setup_unrepaired": "no",
  "final_critical_path_setup_slack_ns": 0.587,
  "drtIter0Drc": 43,
  "total_power_w": 0.00106,
  "chipArea_sq_um": 11200,
  "netlist.top_cell.by_instances": "sky130_fd_sc_hd__dfxtp_1",
  "power_frac_clock_pct": 36.2,
  "achievable_frequency_mhz": 620,
  "synth.cellmix.adderShare_pct": 9.26,
  "start_kind": "flop",
  "p_leak_nw": 0.707,
  "timing_worst_slew_pin_value_ns": 0.444,
  "clk_pin_slew_ns": 0.06,
  "route.antenna.remaining_nets": 0,
  "cts_repair_resize_count": 0,
  "critical_path.max_fanout": 9,
  "synth.top_cells.by_count": "sky130_fd_sc_hd__dfxtp_1 (32), sky130_fd_sc_hd__nor2_1 (22), sky130_fd_sc_hd__inv_1 (13)",
  "dp_hpwl_um": 1760,
  "cell_family_with_most_cp_delay": "simple AND/OR/NAND/NOR gates",
  "grt_start_max_net_pins": 10,
  "synth.area.mux_share_pct": 0.673,
  "final_layout_size_suffix_gt1_share_pct": 6.98,
  "drc_errors": 0,
  "worstHoldPathType": "flop to flop",
  "yosysUniqueCellTypes": 38,
  "dp_cells": 266,
  "filler_cell_count": 782,
  "minimum_setup_slack_among_reg_to_reg_paths_ns": 0.59,
  "io_pins": 11,
  "openroad.warnings": 25,
  "synth.ff_latch_count": 32,
  "cp_num_buf_inv": 0,
  "timing.final.crit_share_pct": 73.3,
  "regToRegEndpoint": "pwm_count[8]",
  "critical_path_required_ns": 2.34,
  "gr-usage-all-layers_pct": 4.28,
  "cp-startpoint": "pwm_count[0]",
  "yosysWarningCount": 1,
  "netlist_top_cells_area": "sky130_fd_sc_hd__dfxtp_1 (43%), sky130_fd_sc_hd__ha_1 (9.3%), sky130_fd_sc_hd__xnor2_1 (6.5%)",
  "tritoncts": "built",
  "slew_viol_final": 0,
  "drt-vias-per-instance": 3.85,
  "outcome": "complete, no violations",
  "gp_congestion": 0.849
}
-- power by group through the flow --
| stage | sequential [W] | combinational [W] | clock, W |
|---|---|---|---|
| global route | 0.000609 | 0.0000825 | 0.000419 |
| finish | 0.000607 | 0.0000719 | 0.000384 |
| CTS | 0.000607 | 0.0000727 | 0.000400 |
-- how the worst min path moves through the flow --
stage,start,end,cells past startpoint
5_1_grt,enable_count[0],enable_count[0],1
6_report,enable_count[0],enable_count[0],1
4_1_cts,enable_count[0],enable_count[0],1
-- routing by layer --
layer | vias up | global-route usage (%) | wire [um]
li1 | 561 | - | -
met1 | 460 | 6.42 | 1400
met2 | 20 | 5.79 | 872
met3 | 2 | 1.41 | 107
met4 | 0 | 0.967 | 40
met5 | - | 0 | 0
-- worst register-to-register path: cells and delay by family (launching register included) --
family                   cells  cell delay, ns
AND/OR/NAND/NOR              3            0.45
AND-OR/OR-AND                1            0.43
flip-flops                   1            0.41
adder cells (fa/ha/maj)      1            0.20
-- final cells by class --
class	count	area, sq um	share of cell area, %
sequential	32	641	36.3
timing repair buffer	11	108	6.09
tap	99	124	7.02
inverter	13	48.8	2.76
multi-input combinational	111	776	43.9
clock buffer	5	68.8	3.90
-- cell usage in the layout, fill, tap and decap left out, drive strengths merged --
| cell | netlist | routed |
|---|---|---|
| a211o | 1 | 1 |
| a21o | 1 | 1 |
| a21oi | 3 | 3 |
| a31oi | 1 | 1 |
| a41oi | 1 | 1 |
| and3 | 2 | 2 |
| and4 | 3 | 3 |
| buf | 2 | 1 |
| clkbuf | 2 | 5 |
| clkdlybuf4s50 | 0 | 10 |
| dfxtp | 32 | 32 |
| ha | 11 | 11 |
| inv | 13 | 13 |
| mux2i | 1 | 1 |
| nand2 | 13 | 13 |
| nand2b | 3 | 3 |
| nand3 | 6 | 6 |
| nand4 | 4 | 4 |
| nand4b | 1 | 1 |
| nor2 | 22 | 22 |
| nor2b | 1 | 1 |
| nor3 | 4 | 4 |
| nor3b | 1 | 1 |
| nor4 | 2 | 2 |
| o211ai | 1 | 1 |
| o21a | 1 | 1 |
| o21ai | 2 | 2 |
| o31ai | 1 | 1 |
| o32ai | 1 | 1 |
| or2 | 1 | 1 |
| or3 | 1 | 1 |
| xnor2 | 11 | 11 |
| xor2 | 11 | 11 |
-- logic make-up after synthesis --
| logic type | after synthesis |
|---|---|
| xor gates and xnor gates | 22 |
| buffers and inverters | 17 |
| DFF | 32 |
| AOI/OAI and AO/OA | 13 |
| muxes | 1 |
| adders and majority gates | 11 |
| and+or+nand+nor | 64 |
-- flip-flops by register name (all words and copies together) (netlist names) --
signal        flops
enable_count     10
pwm_count        11
threshold         9
pwm_signal        1
enable            1
-- metrics by stage --
step / cell area, sq um / util [%]
final: 1770 / 24.5
after floorplan: 1490 / -
after detailed placement: 1700 / 23.5
after global routing: 1770 / 24.5
after global placement: 1700 / 23.5
after CTS: 1770 / 24.5
No activity file was given, so power comes from the tool's default toggle rates.
